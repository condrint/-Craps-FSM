$ cat flow/config.mk
export PLATFORM = sky130hd
export DESIGN_NAME = lab8_top
export DESIGN_NICKNAME = lab8_top
export VERILOG_FILES = /design/flow/design.v
export SDC_FILE = /design/flow/constraint.sdc
export NUM_CORES = 4
export LEC_CHECK = 1
export CORE_UTILIZATION = 40
$ cat flow/run.sh
#!/bin/bash
# OpenROAD 26Q1-2900-gdf79404cd8, Yosys 0.63+post, stock flow scripts
make -C /OpenROAD-flow-scripts/flow DESIGN_CONFIG=/design/flow/config.mk WORK_HOME=/design/flow/orfs finish
$ cat flow/constraint.sdc
current_design lab8_top

set clk_period 4.4
set clk_io_pct 0.2

create_clock -name clk0 -period $clk_period [get_ports {Clk100MHz}]

set non_clock_inputs [all_inputs -no_clocks]
set_input_delay [expr $clk_period * $clk_io_pct] -clock clk0 $non_clock_inputs
set_output_delay [expr $clk_period * $clk_io_pct] -clock clk0 [all_outputs]
$ cat flow/design.v
`timescale 1ns / 1ps
module clk_gen(Clk100MHz, Clk1KHzEn, Clk1HzEn, reset_n);
    input Clk100MHz, reset_n;
    output reg Clk1KHzEn;
    output reg Clk1HzEn;
    reg [16:0] count;
    reg [9:0] count2;
    localparam MAX_COUNT=99999;  
    localparam MAX_COUNT2=999;
    always @(posedge Clk100MHz) begin
        if(!reset_n)  
            count <= 0;
        else if (count == MAX_COUNT)
            count <= 0;
        else
            count <= count + 1;
    end
    always @(posedge Clk100MHz)    
        if(!reset_n)
            Clk1KHzEn <= 0;
        else if(count == MAX_COUNT)
            Clk1KHzEn <= 1;
        else
            Clk1KHzEn <= 0;
    always @(posedge Clk100MHz) begin
        if(!reset_n)  
            count2 <= 0;
        else if (Clk1KHzEn == 1) begin
            if(count2 == MAX_COUNT2)
                count2 <= 0;
            else
                count2 <= count2 + 1;
        end        
    end
    always @(posedge Clk100MHz)
        if(!reset_n)
            Clk1HzEn <= 0;
        else if (count2 == MAX_COUNT2 && Clk1KHzEn==1)
            Clk1HzEn <= 1;
        else
            Clk1HzEn <= 0;
endmodule
`timescale 1ns / 1ps
module counter(Clk100MHz, Clk1KHzEn, reset_n, NumDigits, cnt);
    input Clk100MHz, Clk1KHzEn, reset_n;
    input [2:0] NumDigits;
    output reg [2:0]cnt;
    always @(posedge Clk100MHz)
        if(!reset_n)
            cnt <= 0;
        else if (Clk1KHzEn == 1) begin
            if (cnt == NumDigits)
                cnt <=0;
            else
                cnt <= cnt +1;                      
        end    
endmodule
`timescale 1ns / 1ps
module data_gen(Clk100MHz,Clk1KHzEn, reset_n, async_sig, Sw, Data, XDP, RollDiceLed, PlayerWinsLed, PlayerLosesLed);
    input Clk100MHz,Clk1KHzEn,reset_n, async_sig;
    input [3:0]Sw;
    output RollDiceLed, PlayerWinsLed, PlayerLosesLed;
    output  [31:0] Data;
    output  [7:0]XDP;
    wire sig, sig_clean, DiceRolled;
    wire [3:0] DiceSum;
    wire [3:0] present_state, MyPoint;
    sync sync(
        .Clk100MHz(Clk100MHz), 
        .reset_n(reset_n), 
        .async_sig(async_sig), 
        .sync_sig(sig)
    );
    fe_dectect fe_dectect(
        .Clk100MHz(Clk100MHz), 
        .reset_n(reset_n), 
        .sig(sig_clean), 
        .sig_fe(DiceRolled)
    );
    debounce debounce(
        .Clk100MHz(Clk100MHz), 
        .reset_n(reset_n), 
        .Clk1KHzEn(Clk1KHzEn), 
        .sig(sig), 
        .sig_clean(sig_clean)
    );
    sync2 sync2(
        .Clk100MHz(Clk100MHz), 
        .reset_n(reset_n), 
        .async_sig(Sw), 
        .sync_sig(DiceSum)  
    );
    fsm fsm(
        .Clk100MHz(Clk100MHz), 
        .reset_n(reset_n), 
        .present_state(present_state), 
        .DiceSum(DiceSum), 
        .DiceRolled(DiceRolled),
        .MyPoint(MyPoint), 
        .RollDiceLed(RollDiceLed), 
        .PlayerWinsLed(PlayerWinsLed), 
        .PlayerLosesLed(PlayerLosesLed)    
    );
    assign Data = {20'b0, DiceSum, MyPoint, present_state};
    assign XDP = 8'b11111001;               
endmodule
`timescale 1ns / 1ps
module debounce(Clk100MHz, reset_n, Clk1KHzEn, sig, sig_clean);
    input Clk100MHz, reset_n, Clk1KHzEn, sig;
    output reg sig_clean;
    reg [7:0] shift_reg;
    always @(posedge Clk100MHz)
        if(!reset_n)
            shift_reg <= 0;
        else if(Clk1KHzEn)
            shift_reg <= {shift_reg[6:0],sig};
    always @(posedge Clk100MHz)
        if(!reset_n)
            sig_clean <= 0;
        else if(Clk1KHzEn) begin
            if(shift_reg == 8'b1111_1111)
                sig_clean <= 1'b1;
            else if( shift_reg == 8'b0000_0000)
                sig_clean <= 1'b0;
            else
                sig_clean <= sig_clean;        
        end                        
endmodule
`timescale 1ns / 1ps
module decoder_3_8(X,En,Yout);                           
    input [2:0] X;                                       
    input En;                                            
    output reg [7:0] Yout=0;                               
    always @(X or En)                                    
    begin                                                
        if (!En)                                         
            Yout = 8'b11111111;                          
        else                                             
            case (X)                                     
                3'b000: Yout <= 8'b11111110;             
                3'b001: Yout <= 8'b11111101;             
                3'b010: Yout <= 8'b11111011;             
                3'b011: Yout <= 8'b11110111;             
                3'b100: Yout <= 8'b11101111;             
                3'b101: Yout <= 8'b11011111;             
                3'b110: Yout <= 8'b10111111;             
                3'b111: Yout <= 8'b01111111;             
                default:Yout <= 8'b11111111;             
            endcase                                      
    end                                                  
endmodule                                                
`timescale 1ns / 1ps
module fe_dectect(Clk100MHz, reset_n, sig, sig_fe);
    input Clk100MHz, reset_n, sig;
    output reg sig_fe;
    reg sig_D1;
    always @(posedge Clk100MHz) begin
        if(!reset_n) 
            sig_D1 <= 0;
        else
            sig_D1 <= sig;    
    end
    always @(posedge Clk100MHz)
        if(!reset_n)
            sig_fe <= 0;
        else if(!sig & sig_D1)
            sig_fe <= 1;
        else
            sig_fe <= 0;        
endmodule
`timescale 1ns / 1ps
 module fsm(Clk100MHz, reset_n,  DiceSum, present_state, DiceRolled,MyPoint, RollDiceLed, PlayerWinsLed, PlayerLosesLed);
    input Clk100MHz, reset_n, DiceRolled;
    input [3:0] DiceSum;
    output reg [3:0] present_state;
    output reg [3:0] MyPoint=0;
    output reg RollDiceLed=0, PlayerWinsLed=0, PlayerLosesLed=0;
    reg [3:0] next_state;
    parameter [2:0] START_ST=3'b000, DICEROLLED1_ST=3'b001, WON_ST =3'b010, 
                    LOSE_ST=3'b011, CONTINUE_ST=3'b100, DICEROLLED2_ST =3'b101, END_ST = 3'b110; 
    always @(DiceRolled, present_state) begin     
        case(present_state)
            START_ST:  
                        begin
                            if(DiceRolled) begin
                                next_state <= DICEROLLED1_ST;
                                MyPoint <= DiceSum;
                                            end
                            else
                                next_state <= START_ST; 
                        end
            DICEROLLED1_ST: 
                          begin RollDiceLed <= 1;
                              if(DiceSum == 7 | DiceSum == 11) 
                                next_state <= WON_ST;
                              else if( DiceSum == 2 | DiceSum ==3 | DiceSum == 12)
                                next_state <= LOSE_ST;
                              else begin
                                next_state <= CONTINUE_ST;
                                    end
                          end
            WON_ST:  
                        begin next_state <= END_ST;
                            PlayerWinsLed <= 1;
                            PlayerLosesLed<= 0;
                            RollDiceLed <= 0;
                        end
            LOSE_ST:  
                        begin next_state <= END_ST;
                            PlayerWinsLed <= 0;
                            PlayerLosesLed <= 1;
                            RollDiceLed <=0;
                        end
            CONTINUE_ST: 
                        begin 
                            if(DiceRolled)
                                next_state <= DICEROLLED2_ST;
                            else
                                next_state <= CONTINUE_ST;
                        end       
            DICEROLLED2_ST:  
                        begin
                            RollDiceLed <= 1;
                            if(DiceSum==7)
                                next_state <= LOSE_ST;
                            else if(DiceSum == MyPoint)
                                next_state <= WON_ST;
                            else begin 
                              next_state <= CONTINUE_ST;
                            end    
                        end
            END_ST:  
                        begin 
                            next_state <= END_ST;
                        end                     
            default: next_state <= START_ST;                                                                                                                                                                     
        endcase                    
    end
    always @(posedge Clk100MHz)
        if(!reset_n) begin
            present_state <= START_ST;
            end
        else
            present_state <= next_state;
endmodule
`timescale 1ns / 1ps
module lab8_top(Clk100MHz, BTNC, BTNU, Sw, RollDiceLed, PlayerWinsLed, PlayerLosesLed,CA,CB,CC,CD,CE,CF,CG,DP,AN);
    input Clk100MHz,BTNC, BTNU;
    input [3:0] Sw;
    output CA,CB,CC,CD,CE,CF,CG,DP;
    output [7:0] AN;
    output RollDiceLed, PlayerWinsLed, PlayerLosesLed;
    wire Clk1KHzEn, Clk1HzEn;
    wire [31:0] Data;
    wire [7:0] XDP;
    clk_gen clk_gen(
        .Clk100MHz(Clk100MHz),
        .reset_n(~BTNC),
        .Clk1KHzEn(Clk1KHzEn),
        .Clk1HzEn(Clk1HzEn)   
    );
    data_gen data_gen(
        .Clk100MHz(Clk100MHz),
        .Clk1KHzEn(Clk1KHzEn), 
        .reset_n(~BTNC), 
        .async_sig(BTNU), 
        .Sw(Sw), 
        .Data(Data), 
        .XDP(XDP), 
        .RollDiceLed(RollDiceLed), 
        .PlayerWinsLed(PlayerWinsLed), 
        .PlayerLosesLed(PlayerLosesLed)
    );
    seven_seg_display seven_seg_display(
        .Clk100MHz(Clk100MHz), 
        .Clk1KHzEn(Clk1KHzEn), 
        .NumDigits(3'b010), 
        .Data(Data), 
        .XDP(XDP), 
        .reset_n(~BTNC), 
        .CA(CA),
        .CB(CB),
        .CC(CC),
        .CD(CD),
        .CE(CE),
        .CF(CF),
        .CG(CG), 
        .DP(DP), 
        .AN(AN)
    );    
endmodule
`timescale 1ns / 1ps
module seven_seg_display(Clk100MHz, Clk1KHzEn, NumDigits, Data, XDP, reset_n, CA,CB,CC,CD,CE,CF,CG, DP, AN);
    input Clk100MHz, Clk1KHzEn, reset_n;
    input [2:0] NumDigits;
    input [31:0] Data;
    input [7:0] XDP;
    output CA,CB,CC,CD,CE,CF,CG;
    wire [6:0] C;
    assign {CA,CB,CC,CD,CE,CF,CG}=C;
    output [7:0] AN;
    output reg DP;
    wire [2:0] DigitSelect;
    reg [3:0]D;
    counter counter(
        .Clk100MHz(Clk100MHz), 
        .Clk1KHzEn(Clk1KHzEn), 
        .reset_n(reset_n), 
        .NumDigits(NumDigits), 
        .cnt(DigitSelect)
    );
    decoder_3_8 decoder_3_8(
        .X(DigitSelect),
        .En(1'b1),
        .Yout(AN)
    );
    always @(posedge Clk100MHz) begin
        case(DigitSelect)
            3'b000: {DP,D} <= {XDP[0], Data[3:0]};
            3'b001: {DP,D} <= {XDP[1], Data[7:4]};
            3'b010: {DP,D} <= {XDP[2], Data[11:8]};
            3'b011: {DP,D} <= {XDP[3], Data[15:12]};
            3'b100: {DP,D} <= {XDP[4], Data[19:16]};
            3'b101: {DP,D} <= {XDP[5], Data[23:20]};
            3'b110: {DP,D} <= {XDP[6], Data[27:24]};
            3'b111: {DP,D} <= {XDP[7], Data[31:28]};
        endcase
    end
    seven_segment_decoder seven_segment_decoder(
        .X(D),
        .C(C)
    );
endmodule
`timescale 1ns / 1ps
module seven_segment_decoder(X,C);
    input [3:0]X;
    output reg [6:0] C;
    always @(X)
    begin
        case(X)
            4'b0000: C = 7'b0000001;
            4'b0001: C = 7'b1001111;
            4'b0010: C = 7'b0010010;
            4'b0011: C = 7'b0000110;
            4'b0100: C = 7'b1001100;
            4'b0101: C = 7'b0100100;
            4'b0110: C = 7'b0100000;
            4'b0111: C = 7'b0001111;
            4'b1000: C = 7'b0000000;
            4'b1001: C = 7'b0001100;
            4'b1010: C = 7'b0001000;
            4'b1011: C = 7'b1100000;
            4'b1100: C = 7'b0110001;
            4'b1101: C = 7'b1000010;
            4'b1110: C = 7'b0110000;
            4'b1111: C = 7'b0111000;
        endcase
     end
endmodule
`timescale 1ns / 1ps
module sync(Clk100MHz, reset_n, async_sig, sync_sig);
    input Clk100MHz, reset_n, async_sig;
    output reg sync_sig;
    reg D1, D2;
    always @(posedge Clk100MHz) 
        if(!reset_n) 
            D1 <= 0;
        else D1 <= async_sig;
    always @(posedge Clk100MHz) 
        if(!reset_n) 
            D2 <= 0;
        else D2 <= D1;
    always @(posedge Clk100MHz) 
        if(!reset_n) 
            sync_sig <= 0;
        else sync_sig <= D2;
endmodule
`timescale 1ns / 1ps
module sync2(Clk100MHz, reset_n, async_sig, sync_sig);
    input Clk100MHz, reset_n;
    input [3:0] async_sig;
    output reg [3:0] sync_sig;
    reg [3:0] D1, D2;
    always @(posedge Clk100MHz) 
        if(!reset_n) 
            D1 <= 0;
        else D1 <= async_sig;
    always @(posedge Clk100MHz) 
        if(!reset_n) 
            D2 <= 0;
        else D2 <= D1;
    always @(posedge Clk100MHz) 
        if(!reset_n) 
            sync_sig <= 0;
        else sync_sig <= D2;        
endmodule
==> flow_summary_export.csv <==
group,metric,value,unit
run_status,outcome,"complete, no violations",
power_and_ir_drop,clkPwrFrac,0.423,
layout,mostFrequentLayoutCells,"dfxtp_1, nor2_1, clkdlybuf4s50_1, nor2b_1",
sta,setup_viol,0,
clocking,cts_buffers,9,
clocking,cts_tree,"built",
global_route,grt.total_usage,0.143,
yosys,synthXorXnorAreaFrac,0.0462,
route,via_count,2293,
worst_setup_path,crit_path_end_kind,"register",
route,drt-initial-drc-count,92,
flow_run,maxCapViolCount,0,
global_route,grt_use_met3,0.0253,
yosys,ys_sh_adder,0.0330,
yosys,synth-edff-count,0,
layout,stdcell_count,446,
sta,tightest_slew,0.714,ns
floorplan,core_area,7290,um2
clocking,clk_path_buf_depth,2,
power_and_ir_drop,switchingPower,0.231,mW
power_and_ir_drop,power,1.10,mW
placed_design,gp_congestion,0.788,
yosys,synthCells,324,
floorplan,die_area,7940,um2
sta,slew_viol_final,0,
floorplan,rows,31,
layout,final_area,3510,um2
placed_design,io_buffers,25,
power_and_ir_drop,power_density,315,nW/um2
route,drc_errors,0,
floorplan,ios,26,
yosys,ys_async_sr_fraction,0,
power_and_ir_drop,p_leak,1.29,nW
sta,hold_viol,0,
clocking,clk_pin_slew,0.07,ns
yosys,synthFlopType,"dfxtp_1",
worst_setup_path,reg2regPathDepth,11,
worst_setup_path,arrival,3.05,ns
layout,final_common_cell,"dfxtp_1",
sta,hold_ws,0.414,ns
sta,rsz0062_at_grt,"no",
route,n_antenna_cell,0,
sta,unclocked_regs,7,
floorplan,fp-utilization,0.416,
layout,largest_reg_flops,17,
power_and_ir_drop,combPwrFrac,0.023,
yosys,ys_cells,324,
layout,fill_cells,706,
global_route,antenna_found_initial,0,
sta,tns,0,ns
worst_setup_path,rr_endpoint,"seven_seg_display.C[1]",
global_route,use_met2,0.209,
sta,max_slew_margin,0.524,
flow_run,tool_warnings,29,
placed_design,hpwl,3.53,mm
power_and_ir_drop,ir_worst_vdd,0.195,mV
yosys,numSynthFlops,73,
worst_setup_path,reg2reg_from,"seven_seg_display.counter.cnt[0]",
yosys,yosys_warnings,10,
yosys,avgSynthCellArea,9.36,um2
worst_setup_path,start_kind,"register",
power_and_ir_drop,pwr-share-seq,0.554,
yosys,synthAoiAreaFrac,0.115,
clocking,post_cts_buffers,0,
sta,timing.fmax,359,MHz
placed_design,dpl_cell_area,3340,um2
layout,fin_util,0.481,
floorplan,chipHeight,89.1,um
global_route,grt_pass1_vias,1940,
sta,setup_slack,1.61,ns
yosys,mux_share,0.0404,
worst_setup_path,path_class,"register to register",
route,ant_nets,0,
global_route,grt_use_met1,0.230,
clocking,cts_resized,0,
sta,finalClockPeriodUsage,0.633,
clocking,htreeDepth,3,
worst_setup_path,critPathRequiredTime,4.66,ns
power_and_ir_drop,cellInternalPower,0.873,mW
clocking,worstSkewPairLatency,0.34,ns
worst_setup_path,endpoint,"seven_seg_display.C[1]",
yosys,mappedNetlistArea,3030,um2
yosys,ys_area,3030,um2
route,wirelength,5.29,mm
layout,syn_to_final_growth,15.7,%
placed_design,pre_cts_slack,1.67,ns
placed_design,dp_cells,432,
worst_setup_path,r2r_slack,1.61,ns
clocking,cts_hold_buf,0,
floorplan,die_w,89.1,um
min_path,hold_class,"register to register",
sta,untimed_endpoints,10,
yosys,simple_gate_share,0.252,
global_route,gr-total-overflow,0,
yosys,ys_types,57,
global_route,grt_max_degree,34,
yosys,ys_top_logic_family,"simple AND/OR/NAND/NOR gates",
global_route,top_usage_layer,"met1",
route,vias_per_cell,5.14,
route,drt_pre_antenna_iters,4,
route,wl_per_cell,11.9,um
sta,finalCriticalPeriod,2.79,ns
power_and_ir_drop,swShare,0.209,
worst_setup_path,crit_fanout,21,
global_route,grt_pass1_wl,8.84,mm
clocking,root_buffer,"clkbuf_8",
layout,drive_gt1_frac,0.0605,
worst_setup_path,startpoint,"seven_seg_display.counter.cnt[0]",
sta,finClkSkew,0.00395,ns
[logic make-up after synthesis]
| kind of cell | Yosys count |
|---|---|
| and+or+nand+nor | 136 |
| DFF | 66 |
| AOI/OAI and AO/OA | 49 |
| buffers and inverters | 31 |
| xor gates and xnor gates | 16 |
| muxes | 11 |
| adders and majority gates | 8 |
| latches | 7 |
[worst min path at each step]
stage	from	end	slack [ns]	cells after the start
4_1_cts	data_gen.debounce.sig_clean	data_gen.fe_dectect.sig_fe	0.42	1
5_1_grt	data_gen.debounce.sig_clean	data_gen.fe_dectect.sig_fe	0.44	1
6_report	data_gen.debounce.sig_clean	data_gen.fe_dectect.sig_fe	0.41	1
[cell usage after synthesis (2+ instances only)]
master | count | share of area
a211o_1 | 2 | 0.0058
a21o_1 | 3 | 0.0074
a21oi_1 | 9 | 0.015
a221oi_1 | 2 | 0.0058
a22oi_1 | 2 | 0.0049
and2_1 | 3 | 0.0062
and3_1 | 3 | 0.0062
and4_1 | 2 | 0.0058
and4b_1 | 2 | 0.0066
buf_2 | 7 | 0.012
clkbuf_1 | 9 | 0.011
dfxtp_1 | 66 | 0.44
dlxtn_1 | 7 | 0.035
ha_1 | 8 | 0.033
inv_1 | 13 | 0.016
mux2i_1 | 10 | 0.033
nand2_1 | 13 | 0.016
nand2b_1 | 2 | 0.0041
nand3_1 | 13 | 0.021
nand3b_1 | 7 | 0.017
nand4_1 | 11 | 0.023
nand4b_1 | 2 | 0.0058
nor2_1 | 35 | 0.043
nor2b_1 | 19 | 0.039
nor3_1 | 5 | 0.0082
nor3b_1 | 3 | 0.0074
nor4_1 | 3 | 0.0062
nor4bb_1 | 2 | 0.0066
o211ai_1 | 3 | 0.0074
o21ai_0 | 9 | 0.015
o22ai_1 | 2 | 0.0041
o41ai_1 | 3 | 0.0087
or3_1 | 5 | 0.010
or3b_2 | 2 | 0.0058
xnor2_1 | 5 | 0.014
xor2_1 | 11 | 0.032
[critical path, stage by stage, from the launching register on]
cell and delay, ns:
dfxtp_1 0.68, and2_1 0.21, ha_1 0.22, and4b_1 0.23, a22oi_1 0.20, o21ai_1 0.22
inv_1 0.15, ha_1 0.19, inv_1 0.06, a211oi_1 0.22, o21ai_0 0.19, o211ai_1 0.12
[final cells by class]
class / instances / area, um2 / area share
Inverter: 14 / 52.6 / 0.0150
Clock inverter: 3 / 42.5 / 0.0121
Multi-Input combinational cell: 220 / 1480 / 0.420
Tap cell: 99 / 124 / 0.0353
Timing Repair Buffer: 26 / 258 / 0.0734
Clock buffer: 11 / 131 / 0.0374
Sequential cell: 73 / 1430 / 0.406
[power groups by stage]
stage	logic, mW	clock network [mW]	registers (mW)
finish	0.0253	0.467	0.611
global route	0.0293	0.514	0.612
CTS	0.0259	0.481	0.611
[per-layer routing]
layer	wire, um	up-vias
met5	0	-
met4	97	0
met3	251	8
met2	2200	48
met1	2740	1054
li1	-	1183
Power is estimated from default activity; no workload was simulated.
